<file path="/design/flow/run.sh">
#!/bin/bash
# OpenROAD 26Q1-2900-gdf79404cd8, Yosys 0.63+post, stock flow scripts
make -C /OpenROAD-flow-scripts/flow DESIGN_CONFIG=/design/flow/config.mk WORK_HOME=/design/flow/orfs finish
</file>
<file path="/design/flow/config.mk">
export PLATFORM = sky130hd
export DESIGN_NAME = core_input_buf
export DESIGN_NICKNAME = core_input_buf
export VERILOG_FILES = /design/flow/design.v
export SDC_FILE = /design/flow/constraint.sdc
export NUM_CORES = 4
export LEC_CHECK = 1
export CORE_UTILIZATION = 50
</file>
<file path="/design/flow/constraint.sdc">
current_design core_input_buf

set clk_period 5.9
set clk_io_pct 0.2

create_clock -name clk0 -period $clk_period [get_ports {CLK}]

set non_clock_inputs [all_inputs -no_clocks]
set_input_delay [expr $clk_period * $clk_io_pct] -clock clk0 $non_clock_inputs
set_output_delay [expr $clk_period * $clk_io_pct] -clock clk0 [all_outputs]
</file>
<file path="/design/flow/design.v">
`timescale 1ns / 1ps
module core_input_buf(
	input CLK,
	input [31:0] din,
	input [3:0] wr_addr,
	input wr_en,
	output reg [31:0] dout = 0,
	input rd_en,
	input [3:0] rd_addr
	);
	(* RAM_STYLE="DISTRIBUTED" *)
	reg [31:0] input_buf [0:15];
	always @(posedge CLK) begin
		if (rd_en)
			dout <= input_buf [rd_addr];
		if (wr_en)
			input_buf [wr_addr] <= (((din) << 24)	
	| (((din) & 16'hff00) << 8)	
	| (((din) >> 8) & 16'hff00)	
	| ((din) >> 24));
	end
endmodule
</file>
==> summary.txt <==
run results: result of the run=finished clean, RePlAce Congestion=0.772, maximum clock skew at final layout=0.00690 ns, Critical Path Max Stage Delay=0.69 ns, FF-to-FF setup slack=4.40 ns, residual antenna-violating net count after detailed routing=0, worst slew margin relative to its limit=50.7%, insertion delay to the later sink of the worst-skew pair=0.59 ns, critical path required time=6.23 ns, final routed wirelength across all metal layers=42100 um, cell accounting for the most synthesized area=sky130_fd_sc_hd__edfxtp_1, overall die height=203 um, post-cts gate resize count=0, Commonest cells post-synth=544 x sky130_fd_sc_hd__edfxtp_1, 128 x sky130_fd_sc_hd__mux4_2, 64 x sky130_fd_sc_hd__a22oi_1, Leakage=7.35 nW, layout overhead on the synthesized area=16.0%, Final Hold Violation Tally=0, crit path buf inv count=2, overall chip area=0.0412 mm^2, WP data arrival=3.42 ns, number of maximum-capacitance constraint violations=0, final setup TNS=0 ns, Period minus WS final=3.09 ns, number of clock buffers inserted by TritonCTS=53, first-pass iteration count of the detailed router=4, Dominant cell area share=81.0%, Cells after Synth=838, number of remaining DRC errors=0, Yosys chip area=0.0202 mm^2, most common cell in the synthesized netlist=sky130_fd_sc_hd__edfxtp_1, core box area=0.0397 mm^2, fraction of the core area occupied by cells at floorplan=50.8%, reg2reg start=input_buf[3][6], nature of the critical path startpoint=primary input, Crit. End Element=flip-flop, placed wire-length estimate after detailed placement=19900 um, antenna violations before repair=2, post-CTS setup-driven buffer insertion count=0, length in cells of the worst reg-to-reg path=3, pwr/cell area=345 mW/mm^2, transition time at the pin with the least slew margin=0.739 ns, number of standard cells reported by yosys=838, flops out of synthesis=544, detailed-route via count=9032, CTS tree=built, cell types occupying the most area after synthesis=sky130_fd_sc_hd__edfxtp_1 81%, sky130_fd_sc_hd__mux4_2 14%, sky130_fd_sc_hd__a22oi_1 2.4%, Post-synth seq share=81.0%, largest net degree at the start of global routing=83, critical path depth in cells=5, CTS sink cnt=544, Rows=73, cell family with the largest share of critical-path delay=buffers and inverters, clock-pin slew on the worst setup and hold paths=0.06 ns, cell with the largest stage delay on the worst path=sky130_fd_sc_hd__buf_4, I/O pins=75, overall power=8.08 mW, largest fanout of any net on the critical path=55, final number of max-transition violations=0, cell-by-cell listing of the critical path=clkbuf_8 -> buf_4 -> mux4_2 -> a22oi_1 -> nand2_1, Starting DRT DRC Count=463, routed length per placed instance=27.7 um, Port Buffers=74, largest voltage drop on the vdd net=0.234 mV, cell at the root of the clock tree=sky130_fd_sc_hd__clkbuf_16, die width=203 um, global-route wire length before repair=63000 um, final clock period utilization by the worst path=52.4%, placement-stage cell area=0.0217 mm^2, Post-CTS Hold Buffers=0, depth of the CTS H-tree=2, netlist area before placement=0.0202 mm^2, worst setup path category=in2reg, unrepaired setup endpoints after global routing=no, count of flip-flops with a built-in enable after synthesis=544, Finished Cell Area=0.0234 mm^2, total gr overflow=0, worst setup path startpoint=rd_addr[0], Synth async-reset ratio=0%, final setup violation count=0, worst min-delay path category=reg2reg, fraction of final layout cells with drive strength greater than 1=25.1%, maximum clock frequency=323 MHz, number of distinct standard cells referenced by the synthesized netlist=17, routed vias/inst=5.95, Setup crit end=dout[27], endpoint of the worst-slack reg-to-reg timing path=dout[6], overall routing resource usage=24.3%, Post-Synthesis Mean Instance Area=24.1 um^2, Synth Flop Type=sky130_fd_sc_hd__edfxtp_1, Tool Warnings=25, total inserted antenna cells=0, maximum buffer depth of the clock tree=3, count of synthesis-stage warnings from yosys=1, number of global-route vias before repair=10400
routing by layer:
layer	global-route usage (%)	routed length, um
met3	20.1	7690
met2	33.4	19900
met5	1.79	77
met4	4.62	907
met1	32.9	13500
registers in the layout, indices dropped and copies added (netlist names):
signal,cells
dout,32
input_buf,512
worst min-delay path by stage:
stage            startpoint  endpoint  slack [ns]  cells after the start
4_1_cts   input_buf[15][28]  dout[28]        0.75                      3
5_1_grt    input_buf[12][9]   dout[9]        0.77                      3
6_report  input_buf[13][24]  dout[24]        0.75                      3
tightest hold or removal path, cell delays in order (launching register included):
cell,delay [ns]
sky130_fd_sc_hd__edfxtp_1,0.32
sky130_fd_sc_hd__mux4_2,0.22
sky130_fd_sc_hd__a22oi_1,0.06
sky130_fd_sc_hd__nand2_1,0.05
cell families (layout without fill, tap and decap cells):
group	count (synthesis)	after routing	share of synthesized area (%)
AOI/OAI and AO/OA	64	64	2.38
and+or+nand+nor	59	59	1.25
DFF	544	544	81.0
muxes	128	128	14.3
buffers and inverters	43	198	1.10
metrics by stage:
step                      setup slack, ns  utilization [%]  hold slack [ns]  std cells
after global placement               2.21             54.6            0.725       1419
after global routing                 2.55             58.9            0.771       1518
after floorplan                      1.54                -            0.710        838
after detailed placement             2.16             54.6            0.730       1419
final                                2.81             58.9            0.747       1518
after CTS                            2.76             58.9            0.751       1518
report_power, final:
part,internal [mW],switching [mW],total (mW)
Clock,1.95,1.36,3.31
Combinational,0.178,0.211,0.389
Sequential,4.36,0.0232,4.38
placed cells by master, fill, tap and decap left out:
cell and n:
sky130_fd_sc_hd__edfxtp_1 544, sky130_fd_sc_hd__buf_4 25, sky130_fd_sc_hd__clkinv_1 18, sky130_fd_sc_hd__clkbuf_8 1, sky130_fd_sc_hd__clkdlybuf4s50_1 71, sky130_fd_sc_hd__a22oi_1 64, sky130_fd_sc_hd__buf_12 1, sky130_fd_sc_hd__buf_2 1
sky130_fd_sc_hd__mux4_2 128, sky130_fd_sc_hd__nand2_1 33, sky130_fd_sc_hd__nand2b_1 2, sky130_fd_sc_hd__nand3b_1 2, sky130_fd_sc_hd__nor3_2 4, sky130_fd_sc_hd__nand3_1 1, sky130_fd_sc_hd__clkbuf_16 55, sky130_fd_sc_hd__nor2_4 13
sky130_fd_sc_hd__bufinv_16 6, sky130_fd_sc_hd__and2_1 1, sky130_fd_sc_hd__or3b_2 1, sky130_fd_sc_hd__clkinv_2 10, sky130_fd_sc_hd__clkbuf_1 8, sky130_fd_sc_hd__nor2b_4 2, sky130_fd_sc_hd__clkinv_4 1, sky130_fd_sc_hd__inv_6 1
cell type report:
| class | count | area [um^2] |
|---|---|---|
| multi-input cells | 251 | 3750 |
| repair buffers | 99 | 937 |
| clock inverters | 36 | 315 |
| flip-flops and latches | 544 | 16300 |
| clock buffers | 63 | 1410 |
| fillers | 2730 | 16300 |
| well taps | 525 | 657 |
Power figures rest on the tool's default switching activity, not on a simulated workload.
